$ cat /design/flow/run.sh
#!/bin/bash
# OpenROAD 26Q1-2900-gdf79404cd8, Yosys 0.63+post, stock flow scripts
make -C /OpenROAD-flow-scripts/flow DESIGN_CONFIG=/design/flow/config.mk WORK_HOME=/design/flow/orfs finish
$ cat /design/flow/config.mk
export PLATFORM = sky130hd
export DESIGN_NAME = Controller
export DESIGN_NICKNAME = Controller
export VERILOG_FILES = /design/flow/design.v
export SDC_FILE = /design/flow/constraint.sdc
export NUM_CORES = 4
export LEC_CHECK = 1
export CORE_AREA = 10 10 70 70
export DIE_AREA = 0 0 80 80
$ cat /design/flow/constraint.sdc
current_design Controller

set clk_period 1.3
set clk_io_pct 0.2

create_clock -name clk0 -period $clk_period [get_ports {clk}]

set non_clock_inputs [all_inputs -no_clocks]
set_input_delay [expr $clk_period * $clk_io_pct] -clock clk0 $non_clock_inputs
set_output_delay [expr $clk_period * $clk_io_pct] -clock clk0 [all_outputs]
$ cat /design/flow/design.v
module Controller (clk, rst, start, Y0Yminus1, done, ldX, ldY, ldA, initA, initYminusOne,
			 aBarS, shRA, shRY, ldYminusOne, selR, selL);
input clk;
input rst;
input start;
input [1:0] Y0Yminus1;
output done;
output ldX;
output ldY;
output ldA;
output initA;
output initYminusOne;
output aBarS;
output shRA;
output shRY;
output ldYminusOne;
output selR;
output selL;
	wire initC, icC, co;
	Counter_3bit counter (
		.clk(clk),
		.rst(rst),
		.ldEn(initC),
		.icC(icC),
		.parIn(3'b010),
		.co(co)
		);
	StateMachine sm (
		.clk(clk),
 		.rst(rst),
		.start(start),
		.Y0Yminus1(Y0Yminus1),
		.co(co),
		.done(done),
		.ldX(ldX), 
		.ldY(ldY),
		.ldA(ldA),
		.initA(initA),
		.initC(initC),
		.initYminusOne(initYminusOne),
		.aBarS(aBarS),
		.shRA(shRA),
		.shRY(shRY),
		.icC(icC),
		.ldYminusOne(ldYminusOne), 
		.selR(selR),
 		.selL(selL)
		);
endmodule
module Counter_3bit (clk, rst, ldEn, icC, parIn, count, co);
input clk;
input rst;
input ldEn;
input icC;
input [2:0] parIn;
output reg [2:0] count;
output co;
	always @(posedge clk or posedge rst) begin
		if (rst) count <= 3'b000;
		else if (ldEn) count <= parIn;
		else if (icC) count <= count + 1;
	end
	assign co = &count;
endmodule 
module StateMachine (clk, rst, start, Y0Yminus1, co, done, ldX, ldY, ldA, initA, initC, initYminusOne,
			 aBarS, shRA, shRY, icC, ldYminusOne, selR, selL);
input clk;
input rst;
input start;
input [1:0] Y0Yminus1;
input co;
output reg done;
output reg ldX;
output reg ldY;
output reg ldA;
output reg initA;
output reg initC;
output reg initYminusOne;
output reg aBarS;
output reg shRA;
output reg shRY;
output reg icC;
output reg ldYminusOne;
output reg selR;
output reg selL;
	parameter Idle = 4'b0000, Init1 = 4'b0001, Init2 = 4'b0010, Check = 4'b0011, Add = 4'b0100,
		Sub = 4'b0101, Shift = 4'b0110, Exp1 = 4'b0111, Exp2 = 4'b1000;
	reg [3:0] ns, ps; 
	always @(ps or start or co) begin
		ns = 4'b0000;
		case (ps)
		Idle: ns = start? Init1: Idle;
		Init1: ns = Init2;
		Init2: ns = Check;
		Check: ns = (Y0Yminus1 == 2'b01)? Add:
			    (Y0Yminus1 == 2'b10)? Sub: Shift;
		Add: ns = Shift;
		Sub: ns = Shift;
		Shift: ns = co? Exp1: Check;
		Exp1: ns = Exp2;
		Exp2: ns = Idle;
		default: ns = Idle;
		endcase
	end
	always @(ps) begin
		{done, ldX, ldY, ldA, initA, initC, initYminusOne,
			aBarS, shRA, shRY, icC, ldYminusOne, selR, selL} = 13'b0;
		case (ps)
		Init1: {ldX, initA, initC, initYminusOne} = 4'b1111;
		Init2: ldY = 1'b1;
		Add: {aBarS, ldA} = 2'b01;
		Sub: {aBarS, ldA} = 2'b11;
		Shift: {shRA, icC, shRY, ldYminusOne} = 4'b1111;
		Exp1: {done, selL} = 2'b11;
		Exp2:{done, selR} = 2'b11;
		endcase
	end
	always @(posedge clk or posedge rst) begin
		if (rst) ps <= 4'b0000;
		else ps <= ns;
	end
endmodule 
==> run summary <==
Latest figures from synthesis and place and route.

The proportion of netlist area held by the largest area contributor is 0.546. For reference, the final report shows the max-slew violation count at 0. The total die size is 6400 sq um. The synthesized design contains 12 register bits. By count the netlist is led by dfrtp_1, inv_1, buf_4, ha_1, and2_1. The flip-flop and latch area is 303 sq um. The setup slack of the critical path after layout is roughly 0.027 ns. In this run, synthesis inferred 0 flip-flops with an integrated enable. Counting tap cells, the placed design contains a total of roughly 100 instances.

The number of sinks handled by clock tree synthesis is 12. The critical path's slowest stage uses the library cell dfrtp_1. The clock root buffer is clkbuf_4. 17 I/O pins were placed.

The DRC violation count after routing is 0. The first global-routing pass estimated 1690 um of wire. The number of inserted diodes is 0. The finished cells cover around 790 sq um. For this run, the top clock speed supported by timing is slightly below 800 MHz. The later pin in the worst-skew pair is clocked with a latency of 0.27 ns. The number of antenna-violating nets in the routed design is 0. The library cell occupying the most area in the post-synthesis netlist is dfrtp_1. The total overflow left after global routing is 0. Yosys reported that registers with async set or reset make up 1.00. The total design power is between 0.6 and 0.7 mW. Along the critical path, the tally of buffer and inverter instances is 1.

The setup violation total in the final timing report is 0. In the final layout, the share of cells above drive strength 1 is 0.323. According to the report, the first pass of detailed routing completed in 3 iterations. Dividing total power by cell area gives a power density of between 800 and 900 nW/um^2. The x dimension of the die is approximately 80 um.

The worst VDD IR drop from the latest analysis is about 0.00029 V. Per the TritonCTS log, the buffer count is 3. The number of warnings reported in the stage logs is 28. The report puts the hold buffer count at CTS at 0. Once detailed placement completed, the half-perimeter wirelength came to ~800 um.

The number of standard cells after synthesis is roughly 40. For reference, the critical path cell chain is or2_4, buf_2. Entering global routing, the biggest net connects 13 pins. The filler cells instantiated in the layout total roughly 370. The post-placement setup slack is -0.0250 ns.

TritonCTS built the clock tree. The global router's overall resource usage is 0.0341. The final routed wire length divided by cell count is between 9 and 10 um.

According to the Yosys statistics, the synthesized design has a chip area of about 500 sq um. The pin closest to its max-slew limit shows a slew of about 0.44 ns. The placer congestion estimate is 0.697. The critical path class is reg -> out. The run finished with clean final reports.

The H-tree depth is 1. For reference, the top cells by area after synthesis are dfrtp_1, ha_1, buf_4, dfstp_2, and2_1. The final setup skew is about 0.0003 ns. The arrival time of the worst setup path is between 1 and 1.5 ns. Per the Yosys statistics, synthesis produced ~40 cells. For this run, the number of standard cells in the final layout without fillers is ~110. Setup repair after global routing could not meet its margin everywhere. Counting distinct cell types in the post-synthesis netlist gives 15. The clock passes through at most 2 buffers. The worst relative slew slack is 0.704.

The number of warning messages in the yosys log is 2. The clock period minus worst slack is between 1 and 1.5 ns. The type of origin of the critical path is a flip-flop. The floorplan step records an initial core utilization of 0.148. For reference, the final report shows the hold violation count at 0. In the final timing run, aggregate negative setup slack is 0 ns. The type of the most critical hold path is in -> async. The delay of the slowest cell on the worst path is around 0.4 ns.

For this block, the initial DRC count from the detailed router was 12. The most frequently used cell type in the post-synthesis netlist is dfrtp_1. A synthesized cell averages between 10 and 15 sq um. The source of the worst register-to-register timing path is counter.count[0]. STA lists the maximum fanout along the critical path as 2. The setup slack of the most critical reg-to-reg path is around 0.15 ns.

The post-CTS clock slew at the launch and capture registers of the worst setup and hold paths is roughly 0.08 ns. The vias after detailed routing is about 350. Leaving out buffers and inverters, the combinational logic in the layout accounts for about 160 sq um.

The floorplan step defined a core boundary enclosing roughly 3400 sq um. The overall die height is roughly 80 um. The register area share after synthesis is 0.598. After floorplanning, the core was divided into 21 placement rows. The via count of the first global-routing pass is 361. The end of the worst register-to-register path is counter.count[2].

The initial antenna violation count came to 0. In the post-route report, total wirelength is listed as 1080 um. The commonest register cell after synthesis is dfrtp_1. The script extracted a total leakage power of ~0.47 nW. The data required time at the worst endpoint is 1.04 ns. The count of maximum capacitance violations is 0. The synthesized netlist occupies a cell area of 504 sq um. Logic depth along the worst register-to-register path is recorded as 4.

The placed standard-cell area is about 740 sq um. The part of the cycle the worst path needs is 0.979. The buffer_ports step reported a buffer count of 16.

Using the TritonRoute via totals, the vias-per-cell ratio works out to 3.19. STA classifies the critical path endpoint as an output port. Among cell families on the critical path, the largest total delay comes from flip-flops.

The area added between synthesis and finish is 56.1%.
==> cell families (layout without fill, tap and decap cells) <==
| family | Yosys count | in the layout | share of synthesized area |
|---|---|---|---|
| AND-OR/OR-AND | 4 | 4 | 0.0645 |
| AND/OR/NAND/NOR | 9 | 9 | 0.104 |
| buffers and inverters | 9 | 34 | 0.0968 |
| multiplexers | 1 | 1 | 0.0199 |
| flip-flops | 12 | 12 | 0.598 |
| adder cells (fa/ha/maj) | 4 | 4 | 0.0993 |
| XOR/XNOR | 1 | 1 | 0.0174 |
==> sequential cells by signal, indices dropped and copies added (netlist names) <==
| signal | cells |
|---|---|
| sm.ps | 9 |
| counter.count | 3 |
==> power by group <==
group	leakage, nW	internal (mW)	switching [mW]
sequential	0.162	0.373	0
combinational	0.286	0.0149	0.0129
clock	0.0210	0.170	0.124
==> through the flow <==
step,utilization,hold WS [ns]
3_5_place_dp,0.216,0.456
4_1_cts,0.230,0.299
3_3_place_gp,0.216,0.458
6_report,0.230,0.292
2_1_floorplan,-,0.124
5_1_grt,0.230,0.332
==> cells in the final DEF (no fill, tap or decap), drive strengths merged <==
cell           synthesis  layout
a211o                  1       1
a21o                   3       3
and2                   4       4
buf                    4      11
clkbuf                 0       4
clkdlybuf4s15          0       3
clkdlybuf4s50          0       4
dfrtp                 11      11
dfstp                  1       1
dlygate4sd2            0       7
ha                     4       4
inv                    5       5
mux2i                  1       1
nor2                   2       2
nor2b                  1       1
or2                    2       2
xnor2                  1       1
==> area by class of cell <==
cell class	instances	share of cell area
sequential	12	0.385
timing repair buffer	25	0.270
multi-input combinational	19	0.202
tap	46	0.0731
clock buffer	4	0.0461
inverter	5	0.0238
==> worst max-delay path by stage <==
stage,start,endpoint,slack (ns),cells after the start
CTS,sm.ps[1],done,-0.02,2
global route,sm.ps[1],done,-0.03,2
finish,sm.ps[1],done,0.03,2
==> layer usage <==
layer | vias up | wire length [um] | share of wire | GRT usage
met5 | - | 0 | 0 | 0
met3 | 2 | 176 | 0.16 | 0.0273
met4 | 0 | 9 | 0.0083 | 0.00176
li1 | 173 | - | - | -
met1 | 166 | 425 | 0.39 | 0.0369
met2 | 13 | 470 | 0.43 | 0.0538
==> what timing repair did <==
action,4_1_cts,5_1_grt
buffers inserted,3,2
endpoints found under the hold margin,0,0
setup endpoints to repair,12,6
pin swaps,1,1
gates resized,21,4
==> worst register-to-register path, delay by kind of cell, from the launching register on <==
| kind | cells | cell delay [ns] |
|---|---|---|
| adder cells (fa/ha/maj) | 2 | 0.46 |
| flip-flops | 1 | 0.39 |
| AND/OR/NAND/NOR | 1 | 0.05 |
| multiplexers | 1 | 0.13 |
No activity file was given, so power comes from the tool's default toggle rates.
